`design/flow/design.v`:
```
module VMU #(
	parameter ADDRWIDTH = 33,
	parameter DATAWIDTH = 256,
	parameter VERTEXWIDTHBYTES = 16,
	parameter SUPERBLOCKS = 64,  
	parameter BLOCKS = 1024,
	parameter BLOCK_SIZE = 8,  
	parameter MGUWIDTH = 94  
)(
	input                      clk,           
	input                      resetn,        
	input                      MPU_VMU_FIFO_Empty,
	input      [(ADDRWIDTH-1):0] MPU_VMU_FIFO_ReadData,
	output reg                 MPU_VMU_FIFO_Read,
	input                      MPU_VMU_FIFO_Read_Valid,
	output reg                 start_rd,
	output reg [(ADDRWIDTH-1):0] read_addr,
	input      [(DATAWIDTH-1):0] read_data,
	input                      end_rd,
	output               [7:0] rburst,
	input                      axi_in_use_mpu,
	output reg                 axi_in_use_vmu,
	input                      FIFO_full_mgu_a,  
	output reg  [(MGUWIDTH-1):0] FIFO_data_mgu_a,
	output reg                 FIFO_write_mgu_a,
	input                      FIFO_full_mgu_b,  
	output reg  [(MGUWIDTH-1):0] FIFO_data_mgu_b,
	output reg                 FIFO_write_mgu_b,
	input                      Message_FIFO_Empty,
	output reg [12:0] RAM_address_a,
	output reg [71:0] RAM_din_a,
	input      [71:0] RAM_dout_a,
	output reg        WrEnable_a,
	output            RAM_enable_a
);
reg [(DATAWIDTH-1):0] store_read_data[7:0];
reg [(DATAWIDTH-1):0] active_read_data;
wire         [12:0] next_RAM_address;
reg                 LOCK;
reg                 UNLOCK;
wire [127:0] vertex[1:0];  
wire  [31:0] prop[1:0];  
wire  [31:0] edge_index[1:0];    
wire  [29:0] edge_degree[1:0];   
assign vertex[0]      = active_read_data[127:0];
assign vertex[1]      = active_read_data[255:128];
assign prop[0]        = {vertex[0][71:64], vertex[0][79:72], vertex[0][87:80], vertex[0][95:88]};
assign prop[1]        = {vertex[1][71:64], vertex[1][79:72], vertex[1][87:80], vertex[1][95:88]};
assign edge_index[0]  = {vertex[0][39:32], vertex[0][47:40], vertex[0][55:48], vertex[0][63:56]};
assign edge_index[1]  = {vertex[1][39:32], vertex[1][47:40], vertex[1][55:48], vertex[1][63:56]};
assign edge_degree[0] = {vertex[0][7:2], vertex[0][15:8], vertex[0][23:16], vertex[0][31:24]};
assign edge_degree[1] = {vertex[1][7:2], vertex[1][15:8], vertex[1][23:16], vertex[1][31:24]};
assign next_RAM_address = RAM_address_a + 1'b1;
assign RAM_enable_a = 1'b1;
assign rburst = 8'd7;  
reg [3:0] state_a;
localparam [3:0]
	IDLE      = 4'd0,
	FIFO_WAIT = 4'd1,
	RAM_WAIT  = 4'd2,
	READ_RAM  = 4'd3,
	ACTIVATE  = 4'd4,
	WRITE_RAM = 4'd5,
	START          = 4'd6,
	WAIT           = 4'd7,
	READ_BLOCK     = 4'd8,
	CHECK_BLOCK_GROUP = 4'd9,
	READ_WAIT      = 4'd10,
	READ_CYCLE     = 4'd11,
	RESET_WAIT     = 4'd12,
	RESET_BLOCK    = 4'd13;
reg [3:0] state_b;
localparam [3:0]
    PARTITION = 4'd1,
    PARTITION_WAIT = 4'd2;
reg  [7:0] total_active_blocks;
wire [7:0] next_total_active_blocks;
reg  [7:0] counter;
wire [7:0] next_counter;
reg        start_check;
reg        new_active;
assign next_total_active_blocks = total_active_blocks + 1'b1;
assign next_counter = counter + 1'b1;
always @(posedge clk) 
begin
if (~resetn) 
begin
    total_active_blocks <= 8'd0;
    counter <= 8'd0;
    start_check <= 1'b0;
    LOCK <= 1'b0;
end
else if (new_active)
begin 
    total_active_blocks <= next_total_active_blocks;
    counter <= 8'd0;
end
else if ((total_active_blocks >= 9'd128) && (~FIFO_full_mgu_a && ~FIFO_full_mgu_b) && (state_a==IDLE) && Message_FIFO_Empty)
begin
    total_active_blocks <= 8'd0;
    start_check <= 1'b1;
    LOCK <= 1'b1;
end
else if ((counter[6] == 1'b1) && (total_active_blocks > 8'd0) && (~FIFO_full_mgu_a && ~FIFO_full_mgu_b) && (state_a==IDLE) && Message_FIFO_Empty)
begin
    counter <= 8'd0;
    total_active_blocks <= 8'd0;
    start_check <= 1'b1;
    LOCK <= 1'b1;
end
else
begin
    counter <= next_counter;
    start_check <= 1'b0;
    if(UNLOCK) LOCK <= 1'b0;
end
end
wire  [9:0] block_address;
wire  [6:0] block_group_address;
wire  [5:0] vertex_bit_address;
reg  [71:0] temp_block_update;
reg [ADDRWIDTH-1:0] vertex_address;
assign block_address           = vertex_address[19:10];  
assign vertex_bit_address      = vertex_address[9:4];  
assign block_group_address     = {5'b10000, vertex_address[9:8]};  
wire  [1:0] next_group;
wire  [1:0] previous_group;
reg   [6:0] group;
wire  [6:0] next_vertex_b;
reg   [5:0] vertex_b;
wire  [6:0] next_vertex_a;
reg   [5:0] vertex_a;
wire  [7:0] next_addr;
wire  [5:0] next_addr_4;
reg   [2:0] read_counter;
wire  [3:0] next_read_counter;
reg  [71:0] temp_block;
reg  [71:0] temp_block_partition;
reg         start_partition;
reg   [2:0] partition_count;
wire  [3:0] next_partition_count;
reg         have_read;
assign next_addr = read_addr[15:8] + 1'b1;  
assign next_addr_4 = read_addr[15:10] + 1'b1;  
assign next_read_counter = read_counter + 1'b1;
assign next_partition_count = partition_count + 1'b1;
assign next_group = group[1:0] + 1'b1;
assign previous_group = group[1:0] - 1'b1;
assign next_vertex_a = vertex_a + 2'b10;
assign next_vertex_b = vertex_b + 2'b10;
always @(posedge clk)
begin
if(~resetn)
begin
    start_rd       <= 1'b0;
    have_read       <= 1'b0;
	FIFO_write_mgu_a <= 1'b0;
	FIFO_write_mgu_b <= 1'b0;
	start_partition <= 1'b0;
	axi_in_use_vmu <= 1'b0;
	read_addr      <= {1'b0, 32'h44A00000};  
	state_a        <= IDLE;
	MPU_VMU_FIFO_Read <= 1'b0;
	RAM_address_a  <= 13'd0;
	RAM_din_a      <= 72'd0;
	WrEnable_a     <= 1'b0;
	new_active     <= 1'b0;
	UNLOCK         <= 1'b0;
	state_b        <= IDLE;
end
else 
begin
case(state_a)
	IDLE:
	begin
	    axi_in_use_vmu <= 1'b0;
	    WrEnable_a <= 1'b0;
	    UNLOCK <= 1'b1;
	    if (start_check) state_a <= START;
		else if(~MPU_VMU_FIFO_Empty && ~LOCK) begin
		    MPU_VMU_FIFO_Read <= 1'b1;
			state_a <= FIFO_WAIT;
		end
	end
	FIFO_WAIT:
	begin
	    MPU_VMU_FIFO_Read <= 1'b0;
	    if (MPU_VMU_FIFO_Read_Valid) begin
            vertex_address <= MPU_VMU_FIFO_ReadData;
            RAM_address_a <= MPU_VMU_FIFO_ReadData[22:10];
            state_a <= RAM_WAIT;
	    end
	end
	RAM_WAIT:
	begin
	   state_a <= READ_RAM;
	end
	READ_RAM:  
	begin
		temp_block_update <= RAM_dout_a;
		state_a    <= ACTIVATE;
	end
	ACTIVATE:  
	begin
		if (temp_block_update[vertex_bit_address] == 1'b0)
		begin
		    new_active <= 1'b1;
		    temp_block_update[block_group_address] <= 1'b1;
			temp_block_update[vertex_bit_address] <= 1'b1;
			state_a <= WRITE_RAM;
		end
		else
		begin
			state_a <= IDLE;  
		end
	end
	WRITE_RAM:  
	begin
	    new_active <= 1'b0;
		RAM_din_a  <= temp_block_update;
		WrEnable_a <= 1'b1;
		state_a    <= IDLE;
	end
    START:
	begin
        read_counter <= 3'd0;
        read_addr  <= {1'b0, 32'h44A00000};
        RAM_din_a   <= 72'd0;
        UNLOCK <= 1'b0;
        axi_in_use_vmu <= 1'b1;
        RAM_address_a <= 13'd0;
        state_a <= WAIT;
	end
	WAIT:
	begin
	   if (RAM_address_a[7] == 1'b1) begin  
	       state_a <= IDLE;
	    end
	   else state_a <= READ_BLOCK;
	end
	READ_BLOCK:
	begin
		  group <= 7'd64;
		  temp_block <= RAM_dout_a;
	      state_a <= CHECK_BLOCK_GROUP;
	end
	CHECK_BLOCK_GROUP:  
	begin
	    start_partition <= 1'b0;
	    if (~axi_in_use_mpu) begin
	    if (temp_block[67:64] == 4'b0000) begin  
	       RAM_address_a <= next_RAM_address;
	       read_addr[15:0] <= {next_addr_4, 10'b0000000000};
	       state_a <= WAIT;
	    end
	    else if (temp_block[group] == 1'b0)  
	    begin
	        read_addr[15:0] <= {next_addr, 8'b00000000};
	        if (group[1:0]==2'b11 && have_read)
	 	    begin
	 	         WrEnable_a    <= 1'b1;
	 	         have_read     <= 1'b0;
	 	         state_a       <= RESET_BLOCK;
	 	         end
	       else group[1:0] <= next_group;
	    end
	    else
	    begin
	       start_rd <= 1'b1;
	       have_read <= 1'b1;
		   state_a <= READ_WAIT;
		end
		end
    end
    READ_WAIT:
    begin
        start_rd <= 1'b0;
        if(end_rd) state_a <= READ_CYCLE;
    end
	READ_CYCLE:  
	begin  
	    store_read_data[read_counter] <= read_data;
	 	if (read_counter == 3'b111)  
	 	begin
	 	    read_counter  <= 3'b000;
	 	    start_partition <= 1'b1;
	 	    read_addr[15:0] <=  {next_addr, 8'b00000000};
	 	    vertex_a <= (group[1:0]*5'd16);
            vertex_b <= (group[1:0]*5'd16) + 1'b1;
	 	    if (group[1:0]==2'b11)
	 	    begin
	 	         WrEnable_a    <= 1'b1;
	 	         state_a         <= RESET_BLOCK;
	 	         end
	 	    else begin
	 	         state_a <= CHECK_BLOCK_GROUP;
	 	         group[1:0]   <= next_group;
	 	    end
	 	end
	 	else
	 	begin
	 	    read_counter <= next_read_counter;
	 	end
	end
	RESET_BLOCK:
	begin
	   WrEnable_a    <= 1'b0;
	   start_partition <= 1'b0;
	   RAM_address_a <= next_RAM_address;
	   state_a         <= WAIT;
	end
	default: state_a <= IDLE;
	endcase
case(state_b)  
    IDLE:
    begin
        FIFO_write_mgu_a <= 1'b0;
        FIFO_write_mgu_b <= 1'b0;
        FIFO_data_mgu_a <= 94'd0;
        FIFO_data_mgu_b <= 94'd0;
        partition_count <= 3'd0;
        if (start_partition) begin 
            temp_block_partition <= temp_block;
            active_read_data <= store_read_data[0];
            state_b <= PARTITION;
            end
    end
    PARTITION:
    begin
            if (temp_block_partition[vertex_a]) begin 
                FIFO_write_mgu_a <= 1'b1;
                FIFO_data_mgu_a <= {prop[0], edge_index[0], edge_degree[0]};
            end
            else begin 
                FIFO_write_mgu_a <= 1'b0;
                FIFO_data_mgu_a <= 94'd0;
            end
            vertex_a <= next_vertex_a;
            if (temp_block_partition[vertex_b]) begin 
                FIFO_write_mgu_b <= 1'b1;
                FIFO_data_mgu_b <= {prop[1], edge_index[1], edge_degree[1]};
            end
            else begin 
                FIFO_write_mgu_b <= 1'b0;
                FIFO_data_mgu_b <= 94'd0;
            end
            vertex_b <= next_vertex_b;
        if(next_partition_count[3] == 1'b1) state_b <= IDLE;
        else begin 
            partition_count <= next_partition_count;
            active_read_data <= store_read_data[next_partition_count];
            if (temp_block_partition[vertex_a] || temp_block_partition[vertex_b]) state_b <= PARTITION_WAIT;
        end
    end
    PARTITION_WAIT:
    begin
        FIFO_write_mgu_a <= 1'b0;
        FIFO_write_mgu_b <= 1'b0;
        state_b <= PARTITION;
    end
    default: state_b <= IDLE;
    endcase
end
end
endmodule
```
`design/flow/run.sh`:
```
#!/bin/bash
# OpenROAD 26Q1-2900-gdf79404cd8, Yosys 0.63+post, stock flow scripts
make -C /OpenROAD-flow-scripts/flow DESIGN_CONFIG=/design/flow/config.mk WORK_HOME=/design/flow/orfs finish
```
`design/flow/config.mk`:
```
export PLATFORM = sky130hd
export DESIGN_NAME = VMU
export DESIGN_NICKNAME = VMU
export VERILOG_FILES = /design/flow/design.v
export SDC_FILE = /design/flow/constraint.sdc
export NUM_CORES = 4
export LEC_CHECK = 1
export CORE_UTILIZATION = 30
```
`design/flow/constraint.sdc`:
```
current_design VMU

set clk_period 21.6
set clk_io_pct 0.2

create_clock -name clk0 -period $clk_period [get_ports {clk}]

set non_clock_inputs [all_inputs -no_clocks]
set_input_delay [expr $clk_period * $clk_io_pct] -clock clk0 $non_clock_inputs
set_output_delay [expr $clk_period * $clk_io_pct] -clock clk0 [all_outputs]
```
==> out/metrics.csv <==
metric,value,unit
postSynthSeqShare,76.9,%
first_pass_grt_wire_length,306,mm
detail_route.vias_per_cell,4.73,
max_stage_delay_on_crit_path,630,ps
detailedPlacementHpwl,127,mm
clock_tree.htree_level_count,4,
critical_path_peak_fanout,33,
tritoncts_clock_tree,done,
synthCells,4486,
ff2ff_setup_slack,17110,ps
detail-route-antenna-nets,0,
worstRegToRegCells,7,
crit_arrival,8010,ps
timing.final.hold_violations,0,
fp_util,30.1,%
worst_slew_pin_slew,962,ps
hold_buffers,0,
logic_area,18800,µm²
yosys-stat-area,85900,µm²
grt_antenna_before_repair,92,
p_leak,33.3,nW
final.fill_count,25800,
globalplace.congestion,0.923,
max-vdd-ir-drop,0.0913,mV
layout.area.seq,66000,µm²
synth.cell_area,85900,µm²
chip_area,289000,µm²
cp-startpoint,resetn,
cp-end-kind,register,
async_reset_ff_share,0,%
r2r_end,active_read_data[90]$_DFFE_PP_,
cp_slowest_cell,buf_4,
slew_headroom,35.4,%
post-cts-setup-buffers,0,
hold_path.startpoint,temp_block[7]$_DFFE_PP_,
setup_viol_count_final,0,
outcome,finished clean,
clock_tree_root_buffer_cell,clkbuf_16,
worstReg2RegStart,partition_count[0]$_SDFFCE_PN0P_,
crit_required,22070,ps
initialDrtViolationCount,2418,
mostFrequentLayoutCell,edfxtp_1,
timing.critical_path.cells,clkdlybuf4s50_1 -> buf_4 -> nand2_1 -> nor3_2 -> buf_4 -> buf_4 -> buf_4 -> buf_4,
cts_inserted_buffers,236,
start_kind,input pin,
layout_top_cells,"edfxtp_1, clkdlybuf4s50_1, mux4_2",
cts.sinks,2244,
crit_type,input pin to register,
min_period_over_period,34.9,%
wl_per_cell,23.1,µm
tns,0,ps
maxClockFrequency,0.133,GHz
max-cap-violations,0,
critical_path_buf_inv_count,6,
die_h,537,µm
finClkSkew,101,ps
clock.latency.late_pin,940,ps
synth.lib_cells_used.distinct,61,
rsz0062_at_grt,false,
ctsResizeCount,0,
dominantRegCellSynth,edfxtp_1,
drt_first_pass_iters,7,
post_synth_edffs,2108,
cell_count_listed_in_synth_stat_txt,4486,
warning_count,116,
num_io_pins,691,
min_period,7540,ps
total_power_of_the_final_layout,9.14,mW
yosys_warnings,1,
detailroute.via_count,43300,
grt_pass1_vias,46000,
flow.area_growth_from_synthesis,21.3,%
row_count,196,
maximum_clock_path_buffer_count,4,
hold_path_depth,0,
largest_net_degree_at_the_start_of_global_routing,119,
holdPathEnd,temp_block_partition[7]$_DFFE_PP_,
ys_ff,2244,
overflow,0,
max_slew_vio_count,0,
worstHoldPathType,register to register,
placement.io_buffers,574,
cellPowerDensity,87.8,nW/µm²
avgSynthCellArea,19.2,µm²
track_usage,15.6,%
worst_path_dominant_cell_family,buffers and inverters,
worst_setup_hold_path_clk_slew,60,ps
layout-drive-gt1-share,16.5,%
critical-path-top-cell-by-count,buf_4,
core-area,285000,µm²
drt_wl_total,211,mm
drc,0,
die_width,537,µm
==> cell type report <==
cell class              instances  area share [%]
flip-flops and latches       2244            63.4
multi-input cells            1982            18.0
repair buffers                686            6.43
clock buffers                 292            5.97
well taps                    3762            4.52
clock inverters               143            1.56
inverters                      23          0.0901
diodes                         28          0.0672
==> how the worst max path moves through the flow <==
stage,endpoint,slack (ps),depth (start not counted)
finish,store_read_data[5][40]$_DFFE_PP_,14060,8
global route,store_read_data[2][175]$_DFFE_PP_,13840,8
CTS,store_read_data[2][177]$_DFFE_PP_,14060,8
==> layer usage <==
metal  vias up  global-route usage [%]  share of wire, %  wire length, µm
li1      19200                       -                 -                -
met1     21500                    18.4                34            72800
met2      2148                    24.1                49           103000
met3       440                    9.29                13            27300
met4        88                    5.01               3.3             7050
met5         -                   0.789              0.25              535
==> stage by stage <==
| step | hold WS, ps | setup WS, ps | std cells | utilization, % | area (µm²) |
|---|---|---|---|---|---|
| 3_5_place_dp | 405 | 13100 | 8697 | 33.8 | 96300 |
| 2_1_floorplan | 400 | 3020 | 4518 | - | 86000 |
| 4_1_cts | 359 | 14060 | 9132 | 36.5 | 104000 |
| 6_report | 356 | 14060 | 9160 | 36.6 | 104000 |
| 5_1_grt | 372 | 13840 | 9152 | 36.6 | 104000 |
| 3_3_place_gp | 401 | 13150 | 8697 | 33.8 | 96300 |
==> worst register-to-register path, cell delays in order, from the launching register on <==
cell and delay (ps):
edfxtp_1 620, ha_4 850, buf_4 630, buf_4 690, buf_4 650, mux4_2 420
mux2i_1 180, a21oi_1 110
==> synth_stat cells (2+ instances only) <==
| master | instances | area share, % |
|---|---|---|
| mux2_2 | 2 | 0.026 |
| or3_1 | 3 | 0.022 |
| nand3_1 | 21 | 0.12 |
| nand2b_1 | 11 | 0.080 |
| a41oi_1 | 2 | 0.020 |
| buf_6 | 15 | 0.20 |
| nor3b_1 | 3 | 0.026 |
| a22oi_1 | 14 | 0.12 |
| inv_1 | 22 | 0.096 |
| a2bb2oi_1 | 2 | 0.020 |
| edfxtp_1 | 2108 | 74 |
| o31a_1 | 2 | 0.020 |
| xor2_1 | 10 | 0.10 |
| o221a_2 | 2 | 0.026 |
| or2_2 | 4 | 0.029 |
| mux4_2 | 408 | 11 |
| buf_2 | 18 | 0.10 |
| a32o_1 | 2 | 0.023 |
| a31oi_1 | 5 | 0.036 |
| xnor2_1 | 11 | 0.11 |
| mux2i_1 | 275 | 3.2 |
| conb_1 | 2 | 0.0087 |
| nand4_1 | 10 | 0.073 |
| clkbuf_1 | 153 | 0.67 |
| and3_1 | 11 | 0.080 |
| a21oi_1 | 370 | 2.2 |
| o21a_1 | 6 | 0.052 |
| dfxtp_1 | 136 | 3.2 |
| o31ai_1 | 4 | 0.035 |
| nor3_1 | 19 | 0.11 |
| nor2_1 | 404 | 1.8 |
| a221oi_1 | 2 | 0.020 |
| nor2b_1 | 12 | 0.087 |
| buf_4 | 35 | 0.31 |
| a22o_1 | 6 | 0.061 |
| o211ai_1 | 3 | 0.026 |
| nand3b_1 | 4 | 0.035 |
| a211oi_1 | 9 | 0.079 |
| nor4_1 | 4 | 0.029 |
| buf_1 | 48 | 0.21 |
| and2_1 | 208 | 1.5 |
| nand2_1 | 41 | 0.18 |
| o21ai_0 | 26 | 0.15 |
| ha_1 | 16 | 0.23 |
==> cells by family (layout without fill, tap and decap cells) <==
group                    after synthesis  count (layout)  share of synthesized area (%)
other                                  2              62                        0.00874
XOR/XNOR                              21              21                          0.214
flip-flops                          2244            2244                           76.9
buffers and inverters                292            1144                           1.59
AND/OR/NAND/NOR                      760             760                           4.21
adder cells (fa/ha/maj)               16              16                          0.233
multiplexers                         686             686                           13.9
AND-OR/OR-AND                        465             465                           2.96
==> sequential cells by signal (all words and copies together) (netlist names), 2 cells and up, named ones only <==
signal,count
active_read_data,188
state_b,3
vertex_a,5
state_a,13
group,2
partition_count,3
temp_block_partition,64
vertex_b,5
counter,7
temp_block_update,69
temp_block,68
RAM_din_a,72
FIFO_data_mgu_a,94
read_addr,8
FIFO_data_mgu_b,94
total_active_blocks,8
RAM_address_a,13
store_read_data,1504
read_counter,3
vertex_address,6
==> power breakdown <==
group / switching [mW] / leakage [nW] / total, mW / internal [mW]
combinational: 0.156 / 9.20 / 0.312 / 0.157
clock: 1.68 / 3.80 / 4.06 / 2.38
sequential: 0.0120 / 20.3 / 4.77 / 4.76
total: 1.85 / 33.3 / 9.14 / 7.30
Power and IR drop assume default switching activity.
