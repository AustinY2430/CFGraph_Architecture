## run.sh

```bash
#!/bin/bash
# OpenROAD 26Q1-2900-gdf79404cd8, Yosys 0.63+post, stock flow scripts
make -C /OpenROAD-flow-scripts/flow DESIGN_CONFIG=/design/flow/config.mk WORK_HOME=/design/flow/orfs finish
```

## config.mk

```make
export PLATFORM = sky130hd
export DESIGN_NAME = MGU
export DESIGN_NICKNAME = MGU
export VERILOG_FILES = /design/flow/design.v
export SDC_FILE = /design/flow/constraint.sdc
export NUM_CORES = 4
export LEC_CHECK = 1
export CORE_AREA = 10 10 394 394
export DIE_AREA = 0 0 404 404
```

## constraint.sdc

```tcl
current_design MGU

set clk_period 25.9
set clk_io_pct 0.2

create_clock -name clk0 -period $clk_period [get_ports {clk}]

set non_clock_inputs [all_inputs -no_clocks]
set_input_delay [expr $clk_period * $clk_io_pct] -clock clk0 $non_clock_inputs
set_output_delay [expr $clk_period * $clk_io_pct] -clock clk0 [all_outputs]
```

## design.v

```verilog
`timescale 1ns / 10ps
module MGU #(
	parameter VPropWidth   = 32,   
	parameter EIndexWidth  = 32,   
	parameter EDegreeWidth = 30,   
	parameter DataWidth    = 512,  
	parameter MsgWidth     = 64,   
	parameter VMUDataWidth = 94    
)(
    input 						 clk,             
	input 						 resetn,          
	output reg    [MsgWidth-1:0] FIFO_data_msg,   
	output reg                   FIFO_write_msg,  
    input                        FIFO_full_msg,  
	input     [VMUDataWidth-1:0] FIFO_data_vmu_a,   
	output reg                   FIFO_read_vmu_a,   
	input                        FIFO_empty_vmu_a,  
	input                        FIFO_read_valid_vmu_a,
	input     [VMUDataWidth-1:0] FIFO_data_vmu_b,   
	output reg                   FIFO_read_vmu_b,   
	input                        FIFO_empty_vmu_b,  
	input                        FIFO_read_valid_vmu_b,
	output reg [EIndexWidth-1:0] read_addr,       
	input	     [DataWidth-1:0] read_data,       
	output reg	   			     start_rd,        
	input                        end_rd           
);
reg     [DataWidth-1:0] store_read_data;  
reg               [2:0] current_edge;     
wire              [3:0] next_edge;        
reg  [EDegreeWidth-1:0] completed_edges;
wire [EDegreeWidth-1:0] completed_edges_plusone;
reg  [EDegreeWidth-1:0] total_edges;
reg    [VPropWidth-1:0] new_value;        
reg    [VPropWidth-1:0] prop;             
wire             [15:0] weight[7:0];     
wire             [47:0] neighbor[7:0];   
reg              [15:0] active_weight;
reg              [47:0] active_neighbor;
wire  [EIndexWidth-1:0] next_addr;        
reg                     fifo_a;
genvar i;
assign next_edge               = current_edge + 1'b1;
assign completed_edges_plusone = completed_edges + 1'b1;
assign next_addr               = {read_addr[31:20], (read_addr[19:6] + 1'b1), 6'b000000};
generate 
for (i=0; i < 8; i=i+1) begin
assign weight[i] = {store_read_data[55+(64*i):48+(64*i)], store_read_data[63+(64*i):56+(64*i)]};  
assign neighbor[i] = {store_read_data[7+(64*i):0+(64*i)], store_read_data[15+(64*i):8+(64*i)], store_read_data[23+(64*i):16+(64*i)],
                      store_read_data[31+(64*i):24+(64*i)], store_read_data[39+(64*i):32+(64*i)], store_read_data[47+(64*i):40+(64*i)]};  
end
endgenerate
reg [3:0] state;
localparam [3:0]
    IDLE          = 4'd0,
    READ          = 4'd1,
    READ_WAIT     = 4'd2,
    STORE_READ    = 4'd3,
    CHECK_EDGES   = 4'd4,
    COMPUTE       = 4'd5,
    PROPOGATE     = 4'd6;
localparam [2:0]
    ONE           = 3'd0,
    TWO           = 3'd1,
    THREE         = 3'd2,
    FOUR          = 3'd3,
    FIVE          = 3'd4,
    SIX           = 3'd5,
    SEVEN         = 3'd6,
    EIGHT         = 3'd7;
always @(posedge clk)
begin
if (~resetn)  
begin
    FIFO_read_vmu_a <= 1'b0;
    FIFO_read_vmu_b <= 1'b0;
    FIFO_write_msg <= 1'b0;
    FIFO_data_msg <= {MsgWidth{1'b0}};
    read_addr      <= {EIndexWidth{1'b0}};
    start_rd       <= 1'b0;
    state          <= IDLE;
end
else
begin
    case(state)
    IDLE:          
	begin
	    FIFO_write_msg      <= 1'b0;
	    FIFO_data_msg <= {MsgWidth{1'b0}};
		if(~FIFO_empty_vmu_a)  
		begin
		    FIFO_read_vmu_a  <= 1'b1;
		    fifo_a           <= 1'b1;
		    state            <= READ;
		end
		else if (~FIFO_empty_vmu_b)
		begin
		    FIFO_read_vmu_b  <= 1'b1;
		    fifo_a           <= 1'b0;
		    state            <= READ;
		end
	end
	READ:          
	begin
	   FIFO_read_vmu_a      <= 1'b0;
	   FIFO_read_vmu_b      <= 1'b0;
	   if (FIFO_read_valid_vmu_a || FIFO_read_valid_vmu_b) begin
		start_rd            <= 1'b1;
		if(fifo_a) begin
            prop                <= FIFO_data_vmu_a[93:62];
            read_addr           <= {12'h44a, FIFO_data_vmu_a[46:33], 6'b000000};  
            current_edge        <= FIFO_data_vmu_a[32:30];  
            total_edges         <= FIFO_data_vmu_a[29:0];
	    end
	    else begin
            prop                <= FIFO_data_vmu_b[93:62];
            read_addr           <= {12'h44a, FIFO_data_vmu_b[46:33], 6'b000000};  
            current_edge        <= FIFO_data_vmu_b[32:30];  
            total_edges         <= FIFO_data_vmu_b[29:0];
	    end
	    completed_edges     <= {EDegreeWidth{1'b0}};
		state               <= READ_WAIT;
		end
	end
	READ_WAIT:     
	begin
	    FIFO_write_msg      <= 1'b0;
	    FIFO_data_msg <= {MsgWidth{1'b0}};
		start_rd            <= 1'b0;
		if (end_rd) state   <= STORE_READ;
	end
	STORE_READ:
	begin
	    store_read_data <= read_data;
		state           <= CHECK_EDGES;
	end
    CHECK_EDGES:
    begin
            FIFO_write_msg  <= 1'b0;
            FIFO_data_msg <= {MsgWidth{1'b0}};
            state           <= COMPUTE;
            case(current_edge[2:0])
            ONE:
            begin
                active_weight <= weight[0];
                active_neighbor <= neighbor[0];
            end
            TWO:
            begin
                active_weight <= weight[1];
                active_neighbor <= neighbor[1];
            end 
            THREE:
            begin
                active_weight <= weight[2];
                active_neighbor <= neighbor[2];
            end 
            FOUR:
            begin
                active_weight <= weight[3];
                active_neighbor <= neighbor[3];
            end 
            FIVE:
            begin
                active_weight <= weight[4];
                active_neighbor <= neighbor[4];
            end 
            SIX:
            begin
                active_weight <= weight[5];
                active_neighbor <= neighbor[5];
            end 
            SEVEN:
            begin
                active_weight <= weight[6];
                active_neighbor <= neighbor[6];
            end 
            EIGHT:
            begin
                active_weight <= weight[7];
                active_neighbor <= neighbor[7];
            end
            default:
            begin
                state       <= IDLE;  
            end
            endcase
    end
    COMPUTE:
    begin
        new_value           <= prop + active_weight;
        state               <= PROPOGATE;
    end
    PROPOGATE:
    begin
        if(~FIFO_full_msg) begin
        FIFO_data_msg       <= {active_neighbor[32:0], new_value[30:0]};
        FIFO_write_msg      <= 1'b1;
        if (completed_edges_plusone == total_edges)
        begin
            state           <= IDLE;  
        end
        else if (next_edge[3] == 1'b1)
        begin
            start_rd        <= 1'b1;
            read_addr       <= next_addr; 
            current_edge    <= 3'b000;
            completed_edges <= completed_edges_plusone;
            state           <= READ_WAIT;
        end
        else 
        begin 
            current_edge    <= next_edge;
            completed_edges <= completed_edges_plusone;
            state           <= CHECK_EDGES;
        end
        end
    end
    default: state <= IDLE;
    endcase
end
end
endmodule
```

==> flow_summary_export.csv <==
group,metric,value,unit
run_status,status,"finished, final reports clean",
setup_path,crit_buf_inv,6,
placed_design,place_congestion,0.8988,
timing,final_hold_viol_count,0,
job,warnings,181,
timing,rsz0062_at_grt,"no",
logic_synthesis,yosysWarnings,1,
timing,max_clock_freq,0.1187,GHz
global_route,overflow,0,
floorplanning,die_width,404,um
power,cellPowerDensity,64.77,nW/um2
clock_tree,hold_buffers,0,
logic_synthesis,edf_count,567,
power,p_int,0.001958,W
setup_path,crit_fanout,63,
routing,vias_per_cell,4.129,
setup_path,critPathArrivalTime,8.73,ns
routing,vias,18918,
finish,fillCellCount,14920,
setup_path,cp_cell_sequence,"clkdlybuf4s50_1 > buf_4 > and2_4 > buf_4 > buf_4 > buf_4 > buf_4",
global_route,grt.total_usage,13.28,%
logic_synthesis,async_reset_ff_share,0,%
logic_synthesis,syn_inst,1939,
logic_synthesis,synth_flops,657,
timing,relSlewSlack,44.50,%
setup_path,path_class,"input pin to register",
finish,utilization,26.57,%
clock_tree,cts.root.buffer_cell,"clkbuf_16",
setup_path,crit_family,"buffers and inverters",
setup_path,worstPathRequired,26.20,ns
clock_tree,insertion_delay,0.68,ns
floorplanning,fp_util,18.72,%
routing,drt_iter0_markers,1213,
clock_tree,cts_setup_buffers,0,
power,switchingPower,0.0005562,W
timing,skew,0.02195,ns
setup_path,slowest_stage,"buf_4",
global_route,grt_pass1_vias,19537,
timing,fin_ws,17.47,ns
power,ir_drop,0.05264,mV
finish,areaGrowthSynthToFinish,41.91,%
floorplanning,fp.coreArea,146100,um2
timing,finalClockPeriodUsage,32.54,%
logic_synthesis,postSynthAreaPerCell,14.11,um2
clock_tree,htree_levels,3,
routing,drcViolationCount,0,
placed_design,hpwlAfterDp,82.55,mm
placed_design,io_buffers,641,
setup_path,slowest_delay,0.71,ns
global_route,grt_pass1_wl,148.8,mm
clock_tree,numCtsBuffers,80,
timing,setup_total_negative_slack,0,ns
routing,ant_nets,0,
timing,drv_slew,0,
timing,setup_viol,0,
timing,worst_slew_pin_slew,0.8325,ns
power,seqPwrFrac,46.7,%
setup_path,start_kind,"input pin",
logic_synthesis,synthFlopType,"edfxtp_1",
clock_tree,ctsLongestPathBuffers,3,
routing,wl_per_cell,23.63,um
global_route,grt_max_degree,68,
setup_path,critPathMostFrequentCell,"buf_4",
power,power.share.clock,45.9,%
global_route,antenna_found_initial,72,
power,p_leak,12.48,nW
finish,drive_gt1_share,13.86,%
power,sw_frac_of_total,22.12,%
placed_design,dpl_worst_slack,16.65,ns
hold_path,hp-class,"register to register",
timing,finalCriticalPeriod,8.427,ns
setup_path,rrSetupSlack,21.76,ns
clock_tree,post_cts_resized,0,
logic_synthesis,ys_chip_area,27350,um2
clock_tree,cts_tree,"yes",
logic_synthesis,syn_area,27350,um2
floorplanning,fp.dieH,404,um
logic_synthesis,yosys_cells,1939,
clock_tree,clk_pin_slew,0.05,ns
logic_synthesis,synth_cell_types,75,
logic_synthesis,ys_seq_share,68.83,%
floorplanning,pin_count,808,
routing,wl,108.3,mm
floorplanning,dieArea,163200,um2
routing,dr.pass1.iters,8,
setup_path,crit_path_end_kind,"register",
floorplanning,row_count,140,
job,drv.max_cap_violation_count,0,
clock_tree,clock_sinks,657,
power,comb_power_share,7.4,%
sequential cells by signal, summed over array words and instances (netlist names), 3 cells and up:
| signal | flops |
|---|---|
| FIFO_data_msg | 64 |
| store_read_data | 392 |
| prop | 31 |
| new_value | 31 |
| active_neighbor | 33 |
| state | 7 |
| completed_edges | 30 |
| read_addr | 15 |
| total_edges | 30 |
| active_weight | 16 |
| current_edge | 3 |
through the flow:
step | instances | area (um2) | total power (W) | hold slack (ns)
floorplan | 1952 | 27400 | 0.001258 | 0.4174
global placement | 4423 | 36070 | 0.001386 | 0.4387
detailed placement | 4423 | 36070 | 0.001387 | 0.4456
CTS | 4573 | 38790 | 0.002565 | 0.4525
global route | 4576 | 38800 | 0.002612 | 0.4755
finish | 4582 | 38820 | 0.002514 | 0.4496
layer usage:
layer	vias to the layer above	part of all wire [%]	track usage, %
li1	8737	-	-
met1	9105	39	16.38
met2	820	47	21.08
met3	198	12	7.338
met4	58	1.8	1.896
met5	-	0.31	0
power by group through the flow:
stage	sequential (W)	clock [W]	combinational, W
final	0.00117	0.00115	0.000186
after CTS	0.00117	0.00120	0.000192
after global routing	0.00118	0.00124	0.000202
cells in the mapped netlist (all sizes together) (8+ instances only):
| library cell | count | share of area [%] |
|---|---|---|
| edfxtp | 567 | 62 |
| nand2 | 206 | 2.8 |
| mux2 | 155 | 6.4 |
| nor2 | 124 | 1.7 |
| a21oi | 100 | 1.8 |
| clkbuf | 91 | 1.3 |
| dfxtp | 90 | 6.6 |
| nand3 | 86 | 1.6 |
| xnor2 | 52 | 1.7 |
| a222oi | 49 | 1.8 |
| a41oi | 47 | 1.5 |
| buf | 39 | 0.86 |
| and3 | 27 | 0.63 |
| o21ai | 27 | 0.49 |
| inv | 25 | 0.34 |
| ha | 24 | 1.1 |
| mux2i | 21 | 0.77 |
| xor2 | 21 | 0.67 |
| nor3 | 19 | 0.41 |
| a211oi | 16 | 0.60 |
| nand4 | 15 | 0.39 |
| a31oi | 12 | 0.27 |
| and2 | 12 | 0.27 |
| nor4 | 12 | 0.40 |
| a311oi | 8 | 0.26 |
| nor2b | 8 | 0.18 |
final timing paths:
| kind | from | to | cells after the start |
|---|---|---|---|
| setup reg to reg | current_edge[2]$_DFFE_PP_ | active_neighbor[0]$_DFFE_PP_ | 8 |
| hold / removal | FIFO_data_msg[9]$_SDFFE_PN0P_ | FIFO_data_msg[9]$_SDFFE_PN0P_ | 2 |
| setup / recovery | resetn | store_read_data[119]$_DFFE_PP_ | 7 |
| hold reg to reg | FIFO_data_msg[9]$_SDFFE_PN0P_ | FIFO_data_msg[9]$_SDFFE_PN0P_ | 2 |
worst reg2reg max path, cell delays in order (launching register included):
cell and delay [ns]:
edfxtp_1 0.64, buf_12 0.37, and2_4 0.64, nor3_1 0.15
nand2_4 0.34, buf_4 0.58, buf_4 0.52, nor2_1 0.11
a41oi_1 0.51
cell families after synthesis:
kind of cell | count (synthesis) | synth area share (%)
xor+xnor | 79 | 2.836
other cells | 1 | 0.01371
flops | 657 | 68.83
mux | 176 | 7.149
buf+inv | 156 | 2.475
fa+ha+maj | 25 | 1.171
compound gates | 315 | 8.572
simple gates | 530 | 8.952
layout make-up:
type	instances	area (um2)	area share [%]
multi-input combinational	1139	7984	20.57
clock inverter	36	476.7	1.228
clock buffer	114	2252	5.802
tap	1917	2399	6.179
sequential	657	18830	48.51
inverter	26	100.1	0.2579
timing repair buffer	684	6751	17.39
antenna	9	22.52	0.05802
placed cells by master (no fill, tap or decap), drive strengths merged, types with 16 or more instances in the layout:
master and instances:
buf 43, nand2 206, clkinv 20, mux2i 21, ha 24, and3 27, a222oi 49, clkbuf 114
nor3 19, xor2 21, xnor2 52, mux2 155, a21oi 100, a41oi 47, dfxtp 90, nand3 86
a211oi 16, edfxtp 567, nor2 124, inv 31, o21ai 27, clkdlybuf4s50 641
No activity file was given, so power comes from the tool's default toggle rates.
